$ cat design/flow/run.sh
#!/bin/bash
# OpenROAD 26Q1-2900-gdf79404cd8, Yosys 0.63+post, stock flow scripts
make -C /OpenROAD-flow-scripts/flow DESIGN_CONFIG=/design/flow/config.mk WORK_HOME=/design/flow/orfs finish
$ cat design/flow/config.mk
export PLATFORM = sky130hd
export DESIGN_NAME = Mem
export DESIGN_NICKNAME = Mem
export VERILOG_FILES = /design/flow/design.v
export SDC_FILE = /design/flow/constraint.sdc
export NUM_CORES = 4
export LEC_CHECK = 1
export CORE_UTILIZATION = 30
$ cat design/flow/constraint.sdc
current_design Mem

set clk_period 2.9
set clk_io_pct 0.2

create_clock -name clk0 -period $clk_period [get_ports {clk}]

set non_clock_inputs [all_inputs -no_clocks]
set_input_delay [expr $clk_period * $clk_io_pct] -clock clk0 $non_clock_inputs
set_output_delay [expr $clk_period * $clk_io_pct] -clock clk0 [all_outputs]
$ cat design/flow/design.v
module Mem(input clk, MemRead, MemWrite, input [31:0] in_address, WriteData, output [31:0] ReadData);
reg[7:0] mem[0:63];
wire address = in_address - 1024;
always @(posedge clk) 
    if (MemWrite) {mem[address],mem[address+1],mem[address+2],mem[address+3]}=WriteData;
assign ReadData=MemRead?{mem[address],mem[address+1],mem[address+2],mem[address+3]}:32'b0;
endmodule
==> impl_metrics.json <==
{
  "status": "complete, no violations",
  "hold_buffers": 0,
  "gp_congestion": 0.737,
  "hold_path_startpoint": "MemWrite",
  "holdPathStages": 3,
  "final_max_slew_viol_count": 0,
  "drc": 0,
  "hold_path_end": "mem[3][4]$_DFFE_PP_",
  "ctsResizeCount": 0,
  "regArea_sq_um": 1200,
  "ys_types": 12,
  "tool_warnings": 56,
  "path_clk_slew_ns": 0.07,
  "dr.pass1.iters": 3,
  "maxCapViolCount": 0,
  "grt_max_degree": 51,
  "synthArstFlopShare_pct": 0,
  "synth_top_cell_by_area": "edfxtp_1",
  "grt_util_met1_pct": 14.8,
  "fin_tns_setup_ns": 0,
  "fp-utilization_pct": 31.4,
  "min_period_over_period_pct": 87.3,
  "critPathMaxStageDelay_ns": 0.51,
  "setup_viol": 0,
  "grt-ovfl-total": 0,
  "post_layout_nonfiller_instances": 339,
  "crit_path_top_delay_cell": "clkdlybuf4s50_1",
  "crit_path_max_fanout": 32,
  "drive_gt1_share_pct": 12.5,
  "rsz0062_at_grt": "no",
  "drtIter0Drc": 34,
  "die_w_um": 89.5,
  "ys_sh_simple_pct": 10.8,
  "dieArea_sq_um": 8020,
  "dpl.hpwl_um": 2950,
  "fin_crit_ns": 2.53,
  "tightest_slew_ns": 0.510,
  "htree_levels": 2,
  "cts_setup_buffers": 0,
  "ys_area_sq_um": 2300,
  "die_y_um": 89.5,
  "io_pins": 99,
  "crit_buf_inv": 3,
  "ys.flop_type": "edfxtp_1",
  "grt_pass1_wl_um": 6240,
  "cts_tree": "built",
  "synth_adder_area_share_pct": 0,
  "yosys-stat-cells": 177,
  "n_antenna_cell": 0,
  "synthAoiAreaFrac_pct": 3.48,
  "grtUsageMet3_pct": 3.09,
  "fmax_ghz": 0.395,
  "synth_flops": 40,
  "netlist_area_sq_um": 2300,
  "core-area_sq_um": 7330,
  "p_leak_nw": 1.18,
  "grtUsageTotal_pct": 11.0,
  "final_core_util_pct": 42.4,
  "top_area_share_pct": 52.3,
  "path_class": "input port to primary output",
  "irDropWorstVdd_v": 0.000131,
  "cts.sinks": 40,
  "grt_antenna_before_repair": 0,
  "ys_seq_share_pct": 52.3,
  "fin_total_pwr_mw": 1.31,
  "synthTopCellsByArea": "edfxtp_1, mux2i_1, nor2b_1",
  "start_kind": "input port",
  "drtAntennaViolNets": 0,
  "synth_warnings": 1,
  "arrival_ns": 1.95,
  "vias": 1493,
  "syn_inst": 177,
  "cp_top_family": "buffers and inverters",
  "syn2layout_area_growth_pct": 35.4,
  "cts_buffer_depth": 2,
  "grt_pass1_vias": 1301,
  "path_cells": "clkdlybuf4s50_1 > buf_12 > nor2b_1 > clkdlybuf4s50_1",
  "syn_avg_cell_area_sq_um": 13.0,
  "final_hold_viol_count": 0,
  "synth.mux.area_fraction_pct": 28.7,
  "grt_use_met2_pct": 18.9,
  "grt-busiest-layer": "met2",
  "nFillCells": 694,
  "crit_required_ns": 2.32,
  "netlist_logic_family_top": "multiplexers",
  "most_common_cell": "mux2i_1",
  "comb_area_sq_um": 991,
  "xor_share_pct": 0,
  "end_kind": "primary output",
  "power_density_nw_per_um2": 421,
  "relSlewSlack_pct": 66.0,
  "avgRoutedWirePerCell_um": 12.2,
  "numCtsBuffers": 5,
  "rows": 31,
  "dp.cells": 334,
  "numPortBuffers": 67,
  "via_per_inst": 4.40,
  "drt_wl_total_um": 4130,
  "largest_reg_flops": 40,
  "hold_path.class": "input port to register",
  "root_buffer": "clkbuf_8",
  "path_common_cell": "clkdlybuf4s50_1",
  "edf_count": 40,
  "common_cells": "mux2i_1, edfxtp_1, nor2b_1"
}
==> logic make-up after synthesis <==
family | Yosys count
muxes | 64
and+or+nand+nor | 42
DFF | 40
AOI/OAI and AO/OA | 16
buffers and inverters | 15
==> metal layers <==
metal | share of wire (%) | up-vias
li1 | - | 772
met4 | 1.4 | 0
met2 | 52 | 40
met3 | 5.4 | 5
met5 | 0 | -
met1 | 41 | 676
==> per-stage QoR <==
stage / setup slack [ns] / instance area, sq um / hold slack (ns)
3_3_place_gp: 0.362 / 3040 / 1.14
6_report: 0.368 / 3110 / 0.852
5_1_grt: 0.315 / 3110 / 0.858
2_1_floorplan: 1.12 / 2300 / 0.679
3_5_place_dp: 0.392 / 3040 / 1.15
4_1_cts: 0.358 / 3110 / 0.850
==> cell type report <==
type / instances / share of cell area (%)
clock buffer: 5 / 2.21
timing repair buffer: 72 / 23.2
inverter: 1 / 0.121
tap: 99 / 3.98
sequential: 40 / 38.6
multi-input combinational: 122 / 31.8
==> report_power, final <==
group | internal, mW | switching, mW | total [mW]
sequential | 0.695 | 0.0177 | 0.713
clock | 0.155 | 0.163 | 0.318
combinational | 0.179 | 0.0994 | 0.278
==> worst max-delay path by stage <==
stage | from | endpoint | cells past startpoint | slack (ns)
5_1_grt | MemRead | ReadData[13] | 4 | 0.31
6_report | MemRead | ReadData[18] | 4 | 0.37
4_1_cts | MemRead | ReadData[18] | 4 | 0.36
==> placed cells by master, fill, tap and decap left out <==
cell,synthesis,final
nor2b_1,33,32
mux2_2,16,16
nor2_1,8,8
buf_4,4,3
buf_2,0,2
mux2i_1,48,48
a21oi_1,16,16
nor2b_2,0,1
inv_1,1,1
edfxtp_1,40,40
clkbuf_8,0,5
nand2_4,1,1
clkdlybuf4s50_1,0,65
buf_12,0,2
