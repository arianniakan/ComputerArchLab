**flow/config.mk**
```make
export PLATFORM = sky130hd
export DESIGN_NAME = EX_stage_Reg
export DESIGN_NICKNAME = EX_stage_Reg
export VERILOG_FILES = /design/flow/design.v
export SDC_FILE = /design/flow/constraint.sdc
export NUM_CORES = 4
export LEC_CHECK = 1
export CORE_AREA = 10 10 94 94
export DIE_AREA = 0 0 104 104
```
**flow/run.sh**
```bash
#!/bin/bash
# OpenROAD 26Q1-2900-gdf79404cd8, Yosys 0.63+post, stock flow scripts
make -C /OpenROAD-flow-scripts/flow DESIGN_CONFIG=/design/flow/config.mk WORK_HOME=/design/flow/orfs finish
```
**flow/design.v**
```verilog
module IF_stage_Reg(input clk, rst, freeze, flush,
input [31:0] PC_in, Instruction_in, output reg [31:0] PC, Instruction
);
always @(posedge clk, posedge rst) begin
    if(rst) begin
        PC <= 32'b0;
        Instruction <=32'b0;
    end
    else if(clk) begin
        PC<=PC_in;
        Instruction<=Instruction_in;
    end
end
endmodule
module ID_stage_Reg(input clk, rst, input [31:0] PC_in, output reg [31:0] PC);
always @(posedge clk, posedge rst) begin
    if(rst) begin
        PC <= 32'b0;
    end
    else if(clk) begin
        PC<=PC_in;
    end
end
endmodule
module EX_stage_Reg(input clk, rst, input [31:0] PC_in, output reg [31:0] PC);
always @(posedge clk, posedge rst) begin
    if(rst) begin
        PC <= 32'b0;
    end
    else if(clk) begin
        PC<=PC_in;
    end
end
endmodule
module MEM_stage_Reg(input clk, rst, input [31:0] PC_in, output reg [31:0] PC);
always @(posedge clk, posedge rst) begin
    if(rst) begin
        PC <= 32'b0;
    end
    else if(clk) begin
        PC<=PC_in;
    end
end
endmodule
```
**flow/constraint.sdc**
```tcl
current_design EX_stage_Reg

set clk_period 1.0
set clk_io_pct 0.2

create_clock -name clk0 -period $clk_period [get_ports {clk}]

set non_clock_inputs [all_inputs -no_clocks]
set_input_delay [expr $clk_period * $clk_io_pct] -clock clk0 $non_clock_inputs
set_output_delay [expr $clk_period * $clk_io_pct] -clock clk0 [all_outputs]
```
==> metrics.cfg <==
[outcome]
status=finished clean

[layout]
logic_area_um2=0
largest_register_ffs=32
largest_register=PC
stdcell_count=204
syn_to_final_growth_pct=90.5
fill_cells=751
top_regs=PC: 32 flops
logic_gate_count=0
fin_util_pct=22.4
drive_gt1_share_pct=37.0

[floorplan]
io_pins=66
fp-utilization_pct=11.8
die_y_um=104
die_w_um=104
core_mm2=0.00683
dieArea_mm2=0.0108
rows=30

[power_and_ir_drop]
p_per_area_mw_per_mm2=1680
leakagePower_nw=0.693
vdd_drop_max_mv=0.344
finalPower_mw=2.58

[worst_setup_path]
end_kind=primary output
worst_ep_required_time_ns=0.80
worstPathMaxFanout=1
cp_cell_sequence=buf_2
crit_buf_inv=1
crit_slowest_cell=dfrtp_1
cp_top_family=flip-flops
arrival_ns=0.75
critical_path_class=reg2out
worst_setup_path_start_kind=register
cpPeakStageDelay_ns=0.36

[clock_network]
path_clk_slew_ns=0.06
cts_tree=done
ctsHtreeMaxLevel=2
cts_buffers=5
cts_root_buf=clkbuf_8
clock_path_buffers=2
post_cts_buffers=0
clock_sinks=32

[final_timing]
setup_viol=0
timing.hold.ws_ns=0.263
finalSetupTns_ns=0
post-route-period-util_pct=95.3
relSlewSlack_pct=90.3
fmax_ghz=1.05
rsz0062_at_grt=no
drv_slew=0
layout_min_cycle_time_ns=0.953
worstMarginPinSlew_ns=0.146
hold_viol_final=0

[run]
tool_warnings=25
cap_violations=0

[logic_synthesis]
yosys.area.top_type=dfrtp_1
ys_types=2
syn-cell-area_um2=805
top_cell_area_share_pct=99.5
yosysCellCount=33
synth_cells=33
synth.avg_cell_area_um2=24.4
ys_ff=32
yosys_warnings=1
synthArstFlopShare_pct=100
yosys-stat-area_um2=805
enable_flop_cells=0
common_cells=32 x dfrtp_1, 1 x inv_1
yosys.stat.seqShare_pct=99.5
flop_cell=dfrtp_1
synthTopCellsByArea=dfrtp_1 100%, inv_1 0.47%
synthMostInstantiatedCell=dfrtp_1

[drt]
vias_per_cell=2.65
dr.pass1.iters=3
wl_per_cell_um=14.5
antenna_cells=0
postRouteAntennaNets=0
remaining_drc_errors=0
dr_total_vias=540
drt_iter0_markers=2
routed_wl_um=2970

[min_path]
holdCritPathClass=in2async

[global_routing]
grtUsageTotal_pct=5.46
antenna_found_initial=0
grt_pass1_vias=644
grt_pass1_wl_um=4460
grt_overflow=0
grt_max_degree=21

[place]
io_buffers=65
place_inst=196
gp_congestion=0.699

==> placed cells by master (no fill, tap or decap), drive strengths merged <==
cell           instances
inv                    1
dfrtp                 32
clkbuf                 8
clkdlybuf4s50         33
buf                   34
==> how the worst max path moves through the flow <==
stage	startpoint	depth (start not counted)	end
CTS	PC[21]	1	PC[21]
global route	PC[22]	1	PC[22]
finish	PC[16]	1	PC[16]
==> layout make-up <==
type	instances	area (µm²)	share of cell area (%)
Clock buffer	8	90.1	5.88
Timing Repair Buffer	67	518	33.8
Tap cell	96	120	7.84
Sequential cell	32	801	52.2
Inverter	1	3.75	0.245
==> where the power goes <==
group          internal (mW)  switching [mW]
Sequential              1.36          0.0132
Combinational          0.164          0.0641
Clock                  0.560           0.415
Total                   2.08           0.493
==> repair_timing <==
item	4_1_cts	5_1_grt
resized	104	0
endpoints found under the setup margin	32	0
hold buffers	0	0
==> kinds of logic after synthesis <==
logic type / count (synthesis) / synth area share (%)
buffers and inverters: 1 / 0.466
DFF: 32 / 99.5
==> layer usage <==
layer  wire length, µm  part of all wire, %  GRT usage, %  vias up
li1                  -                    -             -      245
met1               981                   33          5.34      258
met2              1600                   54          9.77       34
met3               346                   12          3.45        3
met4                34                  1.1         0.596        0
met5                 0                    0             0        -
==> per-stage QoR <==
step	setup WS, ns	area [µm²]
after floorplan	0.109	805
after global placement	-0.00293	1600
after detailed placement	-0.00633	1600
after CTS	0.0275	1530
after global routing	0.00484	1530
final	0.0472	1530
No activity file was given, so power comes from the tool's default toggle rates.
